--- design/flow/run.sh ---
#!/bin/bash
# OpenROAD 26Q1-2900-gdf79404cd8, Yosys 0.63+post, stock flow scripts
make -C /OpenROAD-flow-scripts/flow DESIGN_CONFIG=/design/flow/config.mk WORK_HOME=/design/flow/orfs finish
--- design/flow/config.mk ---
export PLATFORM = sky130hd
export DESIGN_NAME = SAL_FIFO
export DESIGN_NICKNAME = SAL_FIFO
export VERILOG_FILES = /design/flow/design.v
export SDC_FILE = /design/flow/constraint.sdc
export NUM_CORES = 4
export LEC_CHECK = 1
export CORE_UTILIZATION = 50
--- design/flow/constraint.sdc ---
current_design SAL_FIFO

set clk_period 11.6
set clk_io_pct 0.2

create_clock -name clk0 -period $clk_period [get_ports {clk}]

set non_clock_inputs [all_inputs -no_clocks]
set_input_delay [expr $clk_period * $clk_io_pct] -clock clk0 $non_clock_inputs
set_output_delay [expr $clk_period * $clk_io_pct] -clock clk0 [all_outputs]
--- design/flow/design.v ---
module SAL_FIFO
#(
    parameter   int     DEPTH_LG2       = 4
  , parameter   int     DATA_WIDTH      = 32
  , parameter   int     AFULL_THRES     = (1 << DEPTH_LG2)
  , parameter   int     AEMPTY_THRES    = 0
  , parameter   bit     RDATA_FF_OUT    = 0
  , parameter   bit     RST_MEM         = 0
)
(
    input   wire                        clk
  , input   wire                        rst_n
  , output  wire                        full_o
  , output  wire                        afull_o
  , input   wire                        wren_i
  , input   wire    [DATA_WIDTH-1:0]    wdata_i
  , output  wire                        empty_o
  , output  wire                        aempty_o
  , input   wire                        rden_i
  , output  wire    [DATA_WIDTH-1:0]    rdata_o
  , output  logic   [31:0]              debug_o
);
    logic   [DEPTH_LG2:0]               wrptr,      wrptr_n;
    logic   [DEPTH_LG2:0]               rdptr,      rdptr_n;
    logic   [DEPTH_LG2:0]               cnt,        cnt_n;
    logic                               full,       full_n;
    logic                               afull,      afull_n;
    logic                               empty,      empty_n;
    logic                               aempty,     aempty_n;
    logic                               overflown,  overflown_n;
    logic                               undrflown,  undrflown_n;
    always_ff @(posedge clk)
        if (~rst_n) begin
            wrptr                       <= {(DEPTH_LG2+1){1'b0}};
            rdptr                       <= {(DEPTH_LG2+1){1'b0}};
            cnt                         <= 'd0;
            full                        <= 1'b1;  
            afull                       <= 1'b1;
            empty                       <= 1'b1;
            aempty                      <= 1'b1;
            overflown                   <= 1'b0;
            undrflown                   <= 1'b0;
        end
        else begin
            wrptr                       <= wrptr_n;
            rdptr                       <= rdptr_n;
            cnt                         <= cnt_n;
            full                        <= full_n;
            afull                       <= afull_n;
            empty                       <= empty_n;
            aempty                      <= aempty_n;
            overflown                   <= overflown_n;
            undrflown                   <= undrflown_n;
        end
    always_comb begin
        if (wren_i) begin
            wrptr_n                     = wrptr + 'd1;
        end
        else begin
            wrptr_n                     = wrptr;
        end
        if (rden_i) begin
            rdptr_n                     = rdptr + 'd1;
        end
        else begin
            rdptr_n                     = rdptr;
        end
        if (wren_i & ~rden_i) begin
            cnt_n                       = cnt + 'd1;
        end
        else if (~wren_i & rden_i) begin
            cnt_n                       = cnt - 'd1;
        end
        else begin
            cnt_n                       = cnt;
        end
        full_n                      =  (wrptr_n[DEPTH_LG2] != rdptr_n[DEPTH_LG2])
                                     & (wrptr_n[DEPTH_LG2-1:0] == rdptr_n[DEPTH_LG2-1:0]);
        afull_n                     = (cnt_n >= AFULL_THRES);
        empty_n                     = (wrptr_n == rdptr_n);
        aempty_n                    = (cnt_n <= AEMPTY_THRES);
        overflown_n                 = overflown | (full_o & wren_i);     
        undrflown_n                 = undrflown | (empty_o & rden_i);    
    end
    assign  full_o                  = full;
    assign  afull_o                 = afull;
    assign  empty_o                 = empty;
    assign  aempty_o                = aempty;
    assign  debug_o[31]             = overflown;
    assign  debug_o[30]             = full;
    assign  debug_o[15]             = undrflown;
    assign  debug_o[14]             = empty;
    generate
        if ($bits(wrptr) > 14) begin: dbg_ptr1
            assign  debug_o[29:16]          = wrptr[13:0];
            assign  debug_o[13:0]           = rdptr[13:0];
        end
        else begin: dbg_ptr2
            assign  debug_o[29:16]          = 14'd0 | wrptr;
            assign  debug_o[13:0]           = 14'd0 | rdptr;
        end
    endgenerate
    // synopsys translate_off
    overflow_check: assert property (
        @(posedge clk) disable iff (~rst_n)
        (overflown !== 1'b1)
    );
    undrflow_check: assert property (
        @(posedge clk) disable iff (~rst_n)
        (undrflown !== 1'b1)
    );
    // synopsys translate_on
    generate
        if (RDATA_FF_OUT) begin: rdata_timing_optimize
            SAL_SDP_RAM
            #(
                .DEPTH_LG2                      (DEPTH_LG2)
              , .DATA_WIDTH                     (DATA_WIDTH)
              , .RDATA_FF_OUT                   (1)
            )
            u_mem
            (
                .clk                            (clk)
              , .en_a                           (wren_i)
              , .we_a                           (wren_i)
              , .addr_a                         (wrptr[DEPTH_LG2-1:0])
              , .di_a                           (wdata_i)
              , .en_b                           (1'b1)
              , .addr_b                         (rdptr_n[DEPTH_LG2-1:0])
              , .do_b                           (rdata_o)
            );
        end
        else begin: rdata_no_timing_optimize
            SAL_SDP_RAM
            #(
                .DEPTH_LG2                      (DEPTH_LG2)
              , .DATA_WIDTH                     (DATA_WIDTH)
              , .RDATA_FF_OUT                   (0)
            )
            u_mem
            (
                .clk                            (clk)
              , .en_a                           (wren_i)
              , .we_a                           (wren_i)
              , .addr_a                         (wrptr[DEPTH_LG2-1:0])
              , .di_a                           (wdata_i)
              , .en_b                           (1'b1)
              , .addr_b                         (rdptr[DEPTH_LG2-1:0])
              , .do_b                           (rdata_o)
            );
        end
    endgenerate
endmodule
module SAL_SDP_RAM
#(
    parameter   DEPTH_LG2               = 12
  , parameter   DATA_WIDTH              = 32
  , parameter   RDATA_FF_OUT            = 1
  , parameter   RW_SYNC                 = "WR_FIRST"
)
(
    input   wire                        clk
  , input   wire                        en_a
  , input   wire                        we_a
  , input   wire    [DEPTH_LG2-1:0]     addr_a
  , input   wire    [DATA_WIDTH-1:0]    di_a
  , input   wire                        en_b
  , input   wire    [DEPTH_LG2-1:0]     addr_b
  , output  logic   [DATA_WIDTH-1:0]    do_b
);
    localparam  DEPTH                   = (2**DEPTH_LG2);
    logic   [DATA_WIDTH-1:0]            mem[DEPTH];
    always_ff @(posedge clk)
        if (en_a & we_a) begin
            mem[addr_a]                     <= di_a;
        end
    generate
        if (RDATA_FF_OUT) begin: rdata_timing_optimize
            always_ff @(posedge clk)
                if (en_b) begin
                    if (we_a & (addr_a == addr_b)) begin
                        do_b                            <= di_a;
                    end
                    else begin
                        do_b                            <= mem[addr_b];
                    end
                end
            end
        else begin: rdata_timing_no_optimize
            assign    do_b                      = mem[addr_b];
        end
    endgenerate
endmodule
==> results.yml <==
# implementation run metrics
outcome:
  status: "completed"
die:
  die_area_um2: 42600
  initCoreUtil: 0.510
  die_w_um: 206
  rows: 74
  ioPinCount: 104
  core_area_um2: 41000
  die_height_um: 206
setup_path:
  start_kind: "register"
  path_buffers: 4
  crit_arrival_ns: 4.53
  cp_top_family: "buffers and inverters"
  cpPeakStageDelay_ns: 0.72
  crit_slowest_cell: "buf_4"
  cp_max_fo: 42
  crit_required_ns: 9.28
  path_class: "register to output pin"
  cpMostUsedCell: "buf_4"
  critPathCaptureType: "output pin"
  path_cells: "buf_4, buf_4, buf_4, mux4_1, a22oi_1, nand2_1, clkdlybuf4s50_1"
cts:
  clockBufferDepth: 3
  cts_resized: 0
  numCtsBuffers: 54
  cts-root-buf: "clkbuf_16"
  clkTransAtPathRegs_ns: 0.06
  hold_buffers: 0
  clkLatencyLatePin_ns: 0.59
  post-cts-setup-buffers: 0
  cts_max_level: 2
  tritoncts: "yes"
  cts.sinks: 533
synth:
  ys_top_logic_family: "multiplexers"
  avgSynthCellArea_um2: 19.6
  synth_cells: 1068
  synth-compound-area-share: 0.0498
  ys_sh_simple: 0.0225
  yosys_warnings: 3
  netlist_area_um2: 20900
  ys_area_um2: 20900
  ys.flops: 533
  top_area_cell: "edfxtp_1"
  ys_cells: 1068
  ys_sh_xor: 0.00748
  ys_sh_mux: 0.132
  synth_adder_area_share: 0.00419
  area_leaders: "edfxtp_1 (74%), mux4_2 (6.6%), mux2i_1 (6.3%)"
  ys_seq_frac: 0.756
  top_cell_area_share: 0.736
  synth.distinct_cells: 35
placement:
  port_buffers: 85
  place_area_um2: 22200
  dpl.cell_count: 1650
  globalplace.congestion: 0.785
  hpwl_um: 21100
grt:
  grt-ovfl-total: 0
  track_usage: 0.239
  grt_max_degree: 51
  antenna_found_initial: 2
  grt_pass1_vias: 11000
  grt_pass1_wl_um: 65800
hold_path:
  hold_path_class: "register to register"
job:
  warning_count: 29
  cap_violations: 0
timing:
  fmax_mhz: 146
  relSlewSlack: 0.499
  tns_ns: 0
  fin_skew_ns: 0.00770
  hold_viol: 0
  finalCriticalPeriod_ns: 6.85
  tightest_slew_ns: 0.751
  rsz0062_at_grt: "false"
  drv_slew: 0
  finalCritPeriodShare: 0.591
  setup_viol: 0
route:
  avgViaCountPerCell: 5.89
  via_count: 10300
  drcViolationCount: 0
  drtIter0Drc: 502
  wirelength_um: 43800
  ant_nets: 0
  wl_per_cell_um: 25.1
  detail_route.first_pass.iterations: 22
power:
  ir_drop_v: 0.000125
  leakage_nw: 7.63
  pwr_density_cell_nw_per_um2: 168
final_layout:
  drive_gt1_frac: 0.147
  fin_cells: 1747
  area_growth_pct: 13.7
  mostFrequentLayoutCell: "edfxtp_1"
  mostFrequentLayoutCells: "edfxtp_1 (512), mux2i_1 (131), clkdlybuf4s50_1 (85), a221oi_1 (65), mux4_2 (61)"
  final_cell_area_um2: 23800
## cells by family (layout without fill, tap and decap cells)
logic type | count (synthesis) | after routing
muxes | 195 | 195
other | 1 | 20
buffers and inverters | 86 | 214
adders and majority gates | 7 | 7
and+or+nand+nor | 91 | 91
xor gates and xnor gates | 17 | 17
DFF | 533 | 533
AOI/OAI and AO/OA | 138 | 138
## synth_stat cells (all sizes together)
library cell	count
clkinv	1
buf	67
xnor2	8
o32ai	2
a22oi	33
nand2b	3
inv	5
mux2i	131
clkbuf	13
nand3b	2
o41ai	3
nor2b	13
edfxtp	512
o32a	1
and2	23
mux4	64
nand4	4
or2	1
nand2	38
a221oi	65
nor3b	1
o21ai	32
ha	7
nor2	4
dfxtp	21
and3b	1
and3	1
xor2	9
a21oi	2
conb	1
## stage by stage
stage,hold WS (ns),util,setup WS [ns],power [mW]
2_1_floorplan,0.460,-,7.64,2.37
3_3_place_gp,0.475,0.540,5.29,2.48
3_5_place_dp,0.483,0.540,5.28,2.48
4_1_cts,0.502,0.579,4.64,4.04
5_1_grt,0.572,0.579,4.34,4.14
6_report,0.494,0.579,4.75,4.00
## flip-flops by register name (all words and copies together), names as in the netlist
register,flops
undrflown,1
overflown,1
cnt,5
full,1
afull,1
aempty,1
rdptr,5
wrptr,5
rdata_no_timing_optimize.u_mem.mem,512
empty,1
## final timing paths
kind	start	end	slack (ns)	cells past startpoint
worst max-delay path	rdptr[0]	rdata_o[13]	4.75	7
worst min-delay path	undrflown	undrflown	0.49	2
worst max register to register	rdptr[1]	full	8.77	6
worst min register to register	undrflown	undrflown	0.49	2
## layer usage
metal	GRT usage	vias up	wire (um)	part of all wire
li1	-	4559	-	-
met1	0.331	5040	15600	0.36
met2	0.341	625	20700	0.47
met3	0.166	70	6540	0.15
met4	0.0410	2	922	0.021
met5	0.0143	-	45	0.0010
## area by class of cell
type	count	area, um^2
fill	2983	17300
clock inverter	28	121
clock buffer	67	1460
tap	532	666
sequential	533	15800
inverter	6	22.5
multi-input combinational	466	4610
antenna	2	5.00
timing repair buffer	113	1060
## power by group
part           internal, mW  switching (mW)  total [mW]
registers              2.14          0.0191        2.16
clock network         0.884           0.684        1.57
logic                 0.145           0.130       0.275
total                  3.17           0.834        4.00
## worst reg2reg max path: cells and delay by family, from the launching register on
family / cells / cell delay (ns)
XOR/XNOR: 1 / 0.15
adder cells (fa/ha/maj): 1 / 0.37
AND/OR/NAND/NOR: 1 / 0.11
AND-OR/OR-AND: 1 / 0.37
flip-flops: 1 / 0.79
buffers and inverters: 1 / 0.70
multiplexers: 1 / 0.23
Power figures rest on the tool's default switching activity, not on a simulated workload.
