<file path="run.sh">
#!/bin/bash
# OpenROAD 26Q1-2900-gdf79404cd8, Yosys 0.63+post, stock flow scripts
make -C /OpenROAD-flow-scripts/flow DESIGN_CONFIG=/design/flow/config.mk WORK_HOME=/design/flow/orfs finish
</file>
<file path="config.mk">
export PLATFORM = sky130hd
export DESIGN_NAME = VPU_CNTR
export DESIGN_NICKNAME = VPU_CNTR
export VERILOG_FILES = /design/flow/design.v
export SDC_FILE = /design/flow/constraint.sdc
export NUM_CORES = 4
export LEC_CHECK = 1
export CORE_AREA = 10 10 70 70
export DIE_AREA = 0 0 80 80
</file>
<file path="constraint.sdc">
current_design VPU_CNTR

set clk_period 2.7
set clk_io_pct 0.2

create_clock -name clk0 -period $clk_period [get_ports {clk}]

set non_clock_inputs [all_inputs -no_clocks]
set_input_delay [expr $clk_period * $clk_io_pct] -clock clk0 $non_clock_inputs
set_output_delay [expr $clk_period * $clk_io_pct] -clock clk0 [all_outputs]
</file>
<file path="design.v">
module VPU_CNTR
#(
    parameter   MAX_DELAY_LG2       = 4
)
(
    input                           clk,
    input                           rst_n,
    input   [MAX_DELAY_LG2-1:0]     count,
    input                           start_i,
    output                          done_o       
);
    localparam  S_IDLE              = 2'b00;
    localparam  S_RUN               = 2'b01;
    localparam  MAX_COUNT_LG2       = $clog2(MAX_DELAY_LG2);
    logic   [MAX_COUNT_LG2-1:0]     cntr,       cntr_n;
    logic                           done,   done_n;
    logic   [1:0]                   state,  state_n;
    always_ff @(posedge clk) begin
        if (!rst_n) begin
            cntr                    <= {MAX_COUNT_LG2{1'b0}};
            state                   <= 1'b0;
            done                    <= 1'b0;
        end else begin
            cntr                    <= cntr_n;
            state                   <= state_n;
            done                    <= done_n;
        end
    end
    always_comb begin
        cntr_n                      = cntr;
        state_n                     = state;
        done_n                      = done;
        case(state)
            S_IDLE: begin
                done_n              = 1'b0;
                if(start_i && (done == 1'b0)) begin
                    if(count == 1'b1) begin
                        done_n      = 1'b1;
                        state_n     = S_IDLE;
                    end
                    state_n         = S_RUN;
                end
            end
            S_RUN: begin
                if(cntr_n == count-'d1) begin
                    cntr_n          = {MAX_COUNT_LG2{1'b0}};
                    state_n         = S_IDLE;
                    done_n          = 1'b1;
                end else begin
                    cntr_n          = cntr + 'd1;
                end
            end
        endcase
    end
    assign  done_o                  = done;
endmodule
</file>
==> summary.txt <==
run status: complete, no violations
yosys stat area: 295 um2
arrival time worst endpoint: 2.04 ns
drt pass-1 iters: 4
worst min path class: reg2reg
GR Util All Layers: 0.0225
Max stage delay on crit path: 0.50 ns
ys flops: 5
Tcrit/Tclk final: 0.713
synthesized area: 295 um2
tool warnings: 26
final wirelength: 682 um
area leader, netlist: dfxtp_1
CTS Buffer Depth: 2
dpl hpwl: 529 um
Max-Cap Viols: 0
PortBufs: 7
fraction of layout cells with a size suffix above 1: 0.0889
H-Tree Depth: 1
setup TNS: 0 ns
Final Hold Fails: 0
Critical R2R Capture: cntr[1]
WHS Path Cells: 1
die x size: 80 um
Setup CP Type: in2reg
Crit-path slowest cell: clkdlybuf4s50_1
remaining global-route overflow: 0
Worst Max-Slew Pin Slew: 0.328 ns
Worst VDD drop: 137 uV
Rows: 21
Critical R2R Launch: cntr[0]
vias after detailed routing: 269
Register-to-Register Path Depth: 4
Routed wire per std cell: 7.49 um
antenna-violating nets left: 0
CP Launch Point: count[0]
pin count of the biggest net entering global routing: 6
WP buf/inv: 2
initial antenna violation count: 0
CP cell instances: clkdlybuf4s50_1 -> inv_1 -> ha_1 -> xor2_1 -> nand2_1 -> o31ai_1 -> nor2_1
Area Growth Syn to Fin: 52.1%
# DRC: 0
clock skew: 0.00311 ns
CTS Buf Count: 3
Worst path depth: 7
dominant logic cell types in the final layout: clkdlybuf4s50_1 (7), dfxtp_1 (5), inv_1 (4)
number of top-level pins: 8
ANT cells: 0
Synth Warn #: 1
Clock Pin Slew Worst Setup and Hold Paths: 0.04 ns
# setup viols final: 0
# hold bufs at CTS: 0
Initial Util: 0.0864
reg2reg setup slack: 1.45 ns
final core utilization: 0.132
gpl congestion: 0.706
Hold Slack: 0.473 ns
peak fanout along the critical path: 3
clk sinks: 5
Pwr per Cell Area: 477 nW/um2
Detailed Route Iter0 Violations: 2
required time of the critical path: 2.82 ns
yosys cell count: 34
CTS tree: yes
core area: 3420 um2
first-pass GRT wire length: 1160 um
unrepaired setup endpoints after global routing: no
P_leak: 0.161 nW
Fmax: 520 MHz
CP top delay family: buffers and inverters
Mapped Cells: 34
Commonest Layout Cell: clkdlybuf4s50_1
Avg Inst Size Synth: 8.68 um2
fin. max-slew vios: 0
cts repair resizes: 0
Final Critical Period: 1.92 ns
Vias/cell: 2.96
Die Y: 80 um
critical path launch point type: primary input
register area share after synthesis: 0.339
chip area: 6400 um2
Insertion Delay late pin: 0.24 ns
CP endpoint: cntr[1]
Post-synth area hogs: dfxtp_1 (34%), ha_1 (8.5%), xor2_1 (5.9%)
area share, top type: 0.339
root buf cell: clkbuf_4
vias in the first global route: 279
relative slew slack: 0.779
capturing element type of the critical path: flip-flop
Setup Buffers After CTS: 0
post-synthesis cell type count: 19
state kept, by name, indices dropped and copies added, names as in the netlist:
register	cells
cntr	2
done	1
state	2
cells by family (layout without fill, tap and decap cells):
logic type,Yosys count,after routing,share of synthesized area
AND-OR/OR-AND,9,9,0.237
AND/OR/NAND/NOR,11,11,0.199
flip-flops,5,5,0.339
adder cells (fa/ha/maj),2,2,0.0847
XOR/XNOR,3,3,0.0890
buffers and inverters,4,15,0.0508
layout make-up:
cell class / count / area [um2]
timing repair buffer: 7 / 70.1
fill: 395 / 2970
inverter: 4 / 15.0
tap: 46 / 57.6
sequential: 5 / 100
multi-input combinational: 25 / 180
clock buffer: 4 / 26.3
where the power goes:
group	total [mW]	leakage, nW	internal [mW]	switching, mW
sequential	0.0871	0.0412	0.0808	0.00632
combinational	0.0398	0.105	0.0219	0.0178
clock	0.0874	0.0150	0.0559	0.0315
synth_stat cells (all sizes together):
cell type  n
xnor2      1
dfxtp      5
or3        1
a41oi      1
nor3b      1
o21ai      4
a21o       1
ha         2
a21boi     1
nor4b      1
o221a      1
inv        4
nand3b     1
o31ai      1
nand3      2
xor2       2
nor2       2
nand2      3
routing by layer:
layer | track usage | wire length, um | up-vias
met1 | 0.0227 | 257 | 116
met4 | 0.00880 | 27 | 0
met3 | 0.0205 | 107 | 2
met5 | 0 | 0 | -
met2 | 0.0321 | 290 | 10
li1 | - | - | 141
worst register-to-register path: cells and delay by family, from the launching register on:
kind	cells	cell delay, ns
flip-flops	1	0.34
AND/OR/NAND/NOR	2	0.35
AND-OR/OR-AND	2	0.44
worst min-delay path by stage:
| stage | start | end | slack [ns] |
|---|---|---|---|
| 4_1_cts | state[0] | state[0] | 0.47 |
| 5_1_grt | state[0] | state[0] | 0.51 |
| 6_report | state[0] | state[0] | 0.47 |
through the flow:
step	cells	total power [mW]	setup WS (ns)	area (um2)
after global routing	91	0.233	0.645	449
after floorplan	34	0.109	1.11	295
after global placement	87	0.127	0.537	423
after detailed placement	87	0.128	0.529	423
after CTS	91	0.218	0.775	449
final	91	0.214	0.776	449
Power figures rest on the tool's default switching activity, not on a simulated workload.
